$ cat /design/flow/design.v
`timescale 1ns / 1ps
module hdmi_driver(
	input clk,
	input rst,
	input [23:0] time_count,
	output hs,
	output vs,
	output de,
	output[7:0] rgb_r,
	output[7:0] rgb_g,
	output[7:0] rgb_b,
	output hs_reg,
	output vs_reg,
	output hs_reg_d0,
	output vs_reg_d0,
	output[11:0] h_cnt,
	output[11:0] v_cnt,
	output[11:0] active_x,
	output[11:0] active_y,
	output[7:0] rgb_r_reg,
	output[7:0] rgb_g_reg,
	output[7:0] rgb_b_reg,
	output h_active,
	output v_active,
	output video_active,
	output video_active_d0
);
parameter H_ACTIVE = 12'd1920;
parameter H_FP = 12'd88;
parameter H_SYNC = 12'd44;
parameter H_BP = 12'd148; 
parameter V_ACTIVE = 12'd1080;
parameter V_FP 	= 12'd4;
parameter V_SYNC  = 12'd5;
parameter V_BP	= 12'd36;
parameter H_TOTAL = H_ACTIVE + H_FP + H_SYNC + H_BP;
parameter V_TOTAL = V_ACTIVE + V_FP + V_SYNC + V_BP;
reg hs_reg = 1'b0;
reg vs_reg = 1'b0;
reg hs_reg_d0 = 1'b0;
reg vs_reg_d0 = 1'b0;
reg[11:0] h_cnt = 12'd0;
reg[11:0] v_cnt = 12'd0;
reg[11:0] active_x = 12'd0;
reg[11:0] active_y = 12'd0;
reg[7:0] rgb_r_reg = 8'd0;
reg[7:0] rgb_g_reg = 8'd0;
reg[7:0] rgb_b_reg = 8'd0;
reg h_active = 1'b0;
reg v_active = 1'b0;
wire[23:0] time_count;
wire video_active;
reg video_active_d0 = 1'b0;
wire [7:0] r;
wire [7:0] g;
wire [7:0] b;
reg [7:0] frame_count;
reg [7:0] sel_count;
assign hs = hs_reg_d0;
assign vs = vs_reg_d0;
assign video_active = h_active & v_active;
assign de = video_active_d0;
assign rgb_r = rgb_r_reg;
assign rgb_g = rgb_g_reg;
assign rgb_b = rgb_b_reg;
wire vs_detected = vs_reg && (~vs_reg_d0);
always@(posedge clk or posedge rst) begin
	if(rst) begin
		hs_reg_d0 <= 1'b0;
		vs_reg_d0 <= 1'b0;
		video_active_d0 <= 1'b0;
	end
	else begin
			hs_reg_d0 <= hs_reg;
			vs_reg_d0 <= vs_reg;
			video_active_d0 <= video_active;
		end
end
always@(posedge clk or posedge rst) begin
	if(rst) begin
		frame_count <= 8'd0;
	end
	else
		if((v_cnt == V_FP) && (h_cnt == H_FP - 12'd1)) begin
			frame_count <= frame_count + 8'd1;
		end
end
always@(posedge clk or posedge rst) begin
	if(rst)
		h_cnt <= 12'd0;
	else if(h_cnt == H_TOTAL - 12'd1)
		h_cnt <= 12'd0;
	else
		h_cnt <= h_cnt + 12'd1;
end
always@(posedge clk or posedge rst) begin
	if(rst)
		hs_reg <= 1'b0;
	else if(h_cnt == H_FP - 12'd1)
		hs_reg <= 1'b1;
	else if(h_cnt == H_FP + H_SYNC - 12'd1)
		hs_reg <= 1'b0;
	else
		hs_reg <= hs_reg;
end
always@(posedge clk or posedge rst) begin
	if(rst)
		h_active <= 1'b0;
	else if(h_cnt == H_FP + H_SYNC + H_BP - 12'd1)
		h_active <= 1'b1;
	else if(h_cnt == H_TOTAL - 12'd1)
		h_active <= 1'b0;
	else
		h_active <= h_active;
end
always@(posedge clk or posedge rst) begin
	if(rst)
		active_x <= 12'd0;
	else if(h_cnt >= H_FP + H_SYNC + H_BP - 12'd1)
		active_x <= h_cnt - (H_FP[11:0] + H_SYNC[11:0] + H_BP[11:0] - 12'd1);
	else
		active_x <= active_x;
end
always@(posedge clk or posedge rst) begin
	if(rst)
		v_cnt <= 12'd0;
	else if(h_cnt == H_TOTAL  - 12'd1)
		if(v_cnt == V_TOTAL - 12'd1)
			v_cnt <= 12'd0;
		else
			v_cnt <= v_cnt + 12'd1;
	else
		v_cnt <= v_cnt;
end
always@(posedge clk or posedge rst) begin
	if(rst)
		vs_reg <= 1'd0;
	else if((v_cnt == V_FP) && (h_cnt == H_FP - 12'd1))
		vs_reg <= 1'b1;
	else if((v_cnt == V_FP + V_SYNC) && (h_cnt == H_FP - 12'd1))
		vs_reg <= 1'b0;	
	else
		vs_reg <= vs_reg;
end
always@(posedge clk or posedge rst) begin
	if(rst)
		v_active <= 1'd0;
	else if((v_cnt == V_FP + V_SYNC + V_BP - 12'd1) && (h_cnt == H_TOTAL  - 12'd1))
		v_active <= 1'b1;
	else if((v_cnt == V_TOTAL - 12'd1) && (h_cnt == H_TOTAL  - 12'd1))
		v_active <= 1'b0;	
	else
		v_active <= v_active;
end
always@(posedge clk or posedge rst) begin
	if(rst)
		active_y <= 12'd0;
	else if((v_cnt >= V_FP + V_SYNC + V_BP - 12'd1) && (h_cnt == H_TOTAL  - 12'd1))
		active_y <= v_cnt - (V_FP[11:0] + V_SYNC[11:0] + V_BP[11:0] - 12'd1);
	else
		active_y <= active_y;
end
always@(posedge clk or posedge rst) begin
	if(rst) begin
		rgb_r_reg <= 8'h00;
		rgb_g_reg <= 8'h00;
		rgb_b_reg <= 8'h00;
	end
	else if(video_active) begin
		rgb_r_reg <= r;
		rgb_g_reg <= g;
		rgb_b_reg <= b;
	end
	else begin
		rgb_r_reg <= 8'h00;
		rgb_g_reg <= 8'h00;
		rgb_b_reg <= 8'h00;
	end
end
reg [11:0] step_count;
always@(posedge clk or posedge rst) begin
	if(rst) begin
		step_count <= 12'h0;
		sel_count <= 8'b0;
	end
	else if((v_cnt == V_FP) && (h_cnt == H_FP - 12'd1)) begin
		step_count <= step_count + 12'b1;
		sel_count <= sel_count + 8'b1;
	end
	else begin
		step_count <= step_count;
		sel_count <= sel_count;
	end
end
reg [3:0]sel;
always@(posedge clk or posedge rst) begin
	if(rst) begin
		sel <= 4'h0;
	end
	else if((sel_count == 4'b1111)&&(v_cnt == V_FP) && (h_cnt == H_FP - 12'd1)) begin
		sel <= sel + 4'b1;
	end
	else begin
		sel <= sel;
	end
end
image_gererator image_gererator_m1(
	.h_active_value(active_x),
	.v_active_value(active_y),
	.sel(sel),
	.step_count(step_count),
	.time_count(time_count),
	.frame_count(frame_count),
	.red(r),
	.green(g),
	.blue(b)
	);
endmodule 
`timescale 1ns / 1ps
module image_gererator(
  input [11:0] h_active_value,
  input [11:0] v_active_value,
  input [3:0] sel,
  input [11:0] step_count,
  input [23:0] time_count,
  input [7:0] frame_count,
  output reg[7:0] red,
  output reg[7:0] green,
  output reg[7:0] blue
  );
parameter WHITE_R 		= 8'hff;
parameter WHITE_G 		= 8'hff;
parameter WHITE_B 		= 8'hff;
parameter YELLOW_R 		= 8'hff;
parameter YELLOW_G 		= 8'hff;
parameter YELLOW_B 		= 8'h00;                              	
parameter CYAN_R 		  = 8'h00;
parameter CYAN_G 		  = 8'hff;
parameter CYAN_B 		  = 8'hff;                             	
parameter GREEN_R 		= 8'h00;
parameter GREEN_G 		= 8'hff;
parameter GREEN_B 		= 8'h00;
parameter MAGENTA_R 	= 8'hff;
parameter MAGENTA_G 	= 8'h00;
parameter MAGENTA_B 	= 8'hff;
parameter RED_R 		  = 8'hff;
parameter RED_G 		  = 8'h00;
parameter RED_B 		  = 8'h00;
parameter BLUE_R 		  = 8'h00;
parameter BLUE_G 		  = 8'h00;
parameter BLUE_B 		  = 8'hff;
parameter BLACK_R 		= 8'h00;
parameter BLACK_G 		= 8'h00;
parameter BLACK_B 		= 8'h00;
parameter H_TOTAL = 12'd1920;
parameter V_TOTAL = 12'd1080;
reg [1:0]is_black;
always@(*) begin
  if((h_active_value == 12'd0) && (v_active_value == 12'd0)) begin
    red <= {sel,step_count[11:8]};
    green <= step_count[7:0];
    blue <= frame_count;
  end
  else if((h_active_value == 12'd1) && (v_active_value == 12'd0)) begin
    red <= time_count[23:16];
    green <= time_count[15:8];
    blue <= time_count[7:0];
  end
  else 
  case (sel)
    4'b0000:
      begin
        if(is_black[0] + is_black[1] == 2'b01)         
		  begin
            red <= BLACK_R;
            green <= BLACK_G;
            blue <= BLACK_B;
			 end
		 else
			 begin
            red <= WHITE_R;
            green <= WHITE_G;
            blue <= WHITE_B;
          end
		end
	4'b0001:
		begin
			red <= h_active_value[7:0];
			green <= v_active_value[7:0];
			blue <= {h_active_value[11:8], v_active_value[11:8]};	
		end
	4'b0010:
		begin
			if((h_active_value == 12'h2cf) && (v_active_value == 12'h0f))
			begin
            red <= 8'hFF;
            green <= 8'hFE;
            blue <= 8'hFD;
			end
			else begin
				red <= 8'hAA;
            green <= 8'hBB;
            blue <= 8'hCC;
			end
		end
	4'b0011:
		begin
			if((h_active_value == 12'h2cf) && (v_active_value == 12'h0f))
			begin
            red <= 8'hFF;
            green <= 8'hFF;
            blue <= 8'hFD;
			end
			else begin
				red <= 8'hAA;
            green <= 8'hBB;
            blue <= 8'hCC;
			end
		end
	4'b0100:
		begin
			red <= h_active_value[7:0]+step_count[7:0];
			green <= v_active_value[7:0]+step_count[7:0];
			blue <= {h_active_value[11:8], v_active_value[11:8]}+step_count[7:0];	
		end
    default:
	   if(h_active_value == 12'b0 & v_active_value == 12'b0)
		  begin
            red <= BLUE_R;
            green <= BLUE_G;
            blue <= BLUE_B;
		  end
		else if(h_active_value == H_TOTAL - 12'd1 & v_active_value == 12'b0)
		  begin
            red <= BLUE_R;
            green <= BLUE_G;
            blue <= BLUE_B;
		  end
      else if(h_active_value == 12'b0)
		  begin
            red <= WHITE_R;
            green <= WHITE_G;
            blue <= WHITE_B;
		  end
      else if(h_active_value == H_TOTAL-1)
		  begin
            red <= WHITE_R;
            green <= WHITE_G;
            blue <= WHITE_B;
		  end
      else if(v_active_value == 12'b0)
		  begin
            red <= GREEN_R;
            green <= GREEN_G;
            blue <= GREEN_B;
		  end
		 else if(v_active_value == V_TOTAL - 12'd1)
		  begin
            red <= BLUE_R;
            green <= BLUE_G;
            blue <= BLUE_B;
		  end
      else if(v_active_value == V_TOTAL)
		  begin
            red <= GREEN_R;
            green <= GREEN_G;
            blue <= GREEN_B;
		  end
		else
		  begin
            red <= RED_R;
            green <= RED_G;
            blue <= RED_B;
		  end
	endcase
end
always@(h_active_value)
begin
  if(h_active_value < (H_TOTAL/4) * 1)
    begin
      is_black[1] = 1'b1;
    end
  else if(h_active_value < (H_TOTAL/4) * 2)
    begin
      is_black[1] = 1'b0;
    end
  else if(h_active_value < (H_TOTAL/4) * 3)
    begin
      is_black[1] = 1'b1;
    end
  else
    begin
      is_black[1] = 1'b0;
    end
end
always@(v_active_value)
begin
  if(v_active_value < (V_TOTAL/4) * 1)
    begin
      is_black[0] = 1'b1;
    end
  else if(v_active_value < (V_TOTAL/4) * 2)
    begin
      is_black[0] = 1'b0;
    end
  else if(v_active_value < (V_TOTAL/4) * 3)
    begin
      is_black[0] = 1'b1;
    end
  else
    begin
      is_black[0] = 1'b0;
    end
end
endmodule
$ cat /design/flow/run.sh
#!/bin/bash
# OpenROAD 26Q1-2900-gdf79404cd8, Yosys 0.63+post, stock flow scripts
make -C /OpenROAD-flow-scripts/flow DESIGN_CONFIG=/design/flow/config.mk WORK_HOME=/design/flow/orfs finish
$ cat /design/flow/config.mk
export PLATFORM = sky130hd
export DESIGN_NAME = hdmi_driver
export DESIGN_NICKNAME = hdmi_driver
export VERILOG_FILES = /design/flow/design.v
export SDC_FILE = /design/flow/constraint.sdc
export NUM_CORES = 4
export LEC_CHECK = 1
export CORE_UTILIZATION = 40
$ cat /design/flow/constraint.sdc
current_design hdmi_driver

set clk_period 8.6
set clk_io_pct 0.2

create_clock -name clk0 -period $clk_period [get_ports {clk}]

set non_clock_inputs [all_inputs -no_clocks]
set_input_delay [expr $clk_period * $clk_io_pct] -clock clk0 $non_clock_inputs
set_output_delay [expr $clk_period * $clk_io_pct] -clock clk0 [all_outputs]
==> job_summary.md <==
## Implementation flow summary

| Metric | Value |
|---|---|
| Initial antenna violation count | 0 |
| CTS Root Cell | clkbuf_16 |
| Vias per cell | 5.70 |
| Power Density | 111 mW/mm2 |
| CP arrival | 1.77 ns |
| VDD IR max | 0.130 mV |
| Final hold violation count | 0 |
| Register area share after synthesis | 37.7% |
| Drt first pass iters | 5 |
| CTS tree | done |
| Flop and latch count out of synthesis | 111 |
| DP Wirelength | 15.3 mm |
| Clk_skew | 0.00957 ns |
| HP Class | reg2reg |
| Slew Limit Fails | 0 |
| First-pass GRT wire length | 33.4 mm |
| Largest net degree at the start of global routing | 57 |
| Req. time, crit path | 6.88 ns |
| Commonest flop | dfrtp_1 |
| Yosys top cell by area | dfrtp_1 |
| Setup WS pre-CTS | 5.13 ns |
| Netlist cell types | 68 |
| Netlist Area Pre-Place | 0.00736 mm2 |
| CTS Buf Count | 9 |
| Unrepaired setup endpoints after global routing | no |
| Global Route Usage Sum | 23.8% |
| Total Routed Length | 21.0 mm |
| Port bufs | 132 |
| RD Place Congestion | 0.894 |
| Setup TNS | 0 ns |
| I/O pins | 133 |
| Filler Cell Count | 1716 |
| Top-area cell type share of the netlist area | 37.7% |
| Max Cap Viol | 0 |
| DR vias | 6494 |
| Synth Warn # | 2 |
| Antenna Violating Nets Remaining | 0 |
| Fraction of registers with async set/reset | 100% |
| Avg Inst Size Synth | 8.91 um2 |
| Antenna diodes | 0 |
| Final period util | 40.5% |
| Core Footprint | 0.0180 mm2 |
| MUX share of area | 1.39% |
| Yosys aoi share | 18.3% |
| Fmax | 287 MHz |
| CTS resizes | 0 |
| Row count | 49 |
| Final setup viols | 0 |
| Slew margin rel. | 42.4% |
| Min cycle time layout | 3.49 ns |
| Synthesized instance count | 826 |
| # Cells Yosys | 826 |
| Post-synthesis xor/xnor area fraction | 8.09% |
| CTS max path bufs | 2 |
| Final core utilization | 49.7% |
| EDFF count, synth | 0 |
| Syn-to-layout area delta | 21.8% |
| Crit path kind | reg2out |
| Largest fanout on the critical path | 23 |
| OpenROAD warning count | 32 |
| Synth Area in Simple Gates | 21.5% |
| Worst Slack Setup Final | 5.11 ns |
| Clk latency late pin | 0.36 ns |
| FA/HA/MAJ Cells, Area Fraction | 6.77% |
| Largest family of logic cells by area | simple AND/OR/NAND/NOR gates |
| # DRC | 0 |
| Clock sink count | 111 |
| Die width | 138 um |
| Initial DRC count | 463 |
| Worst slew pin tran | 0.863 ns |
| Post-synth area hogs | dfrtp_1 (38%), ha_1 (6.0%), o21ai_0 (5.0%) |
| Layout cells sized above 1 | 4.40% |
| Die height | 138 um |
| Status | finished, final reports clean |
| Die Size | 0.0189 mm2 |
| Logic area | 0.00413 mm2 |
| Floorplan core density | 40.8% |
| H-tree levels | 3 |
| Worst setup SP type | flip-flop |
| Pwr Total | 0.000997 W |
| Chip Area, Yosys | 0.00736 mm2 |
| DR WL/cell | 18.5 um |
| Setup Buffers After CTS | 0 |
| Reg area | 0.00278 mm2 |
| Hold_buf cts | 0 |
| LEAKAGE | 3.84 nW |
| Vias in the first global route | 5914 |
| Worst-path clk slew | 0.07 ns |
| Kind of end point of the critical path | output port |
| Total global routing overflow | 0 |
worst paths after layout:
check | startpoint | to | slack [ns] | cells past startpoint
min reg2reg | hs_reg | hs_reg_d0 | 0.40 | 0
max | h_active | video_active | 5.11 | 4
min | hs_reg | hs_reg_d0 | 0.40 | 0
max reg2reg | active_y[7] | rgb_b_reg[1] | 5.17 | 6
max in group asynchronous | rst | rgb_g_reg[5] | 5.59 | 3
min in group asynchronous | rst | h_cnt[11] | 1.81 | 2
kinds of logic (layout without fill, tap and decap cells):
group / Yosys count / after routing
compound gates: 209 / 209
xor+xnor: 68 / 68
fa+ha+maj: 38 / 38
buf+inv: 91 / 175
flops: 111 / 111
mux: 10 / 10
simple gates: 299 / 299
cell type report:
type,instances,area share [%]
multi-input combinational,624,46.1
clock buffer,9,2.51
clock inverter,6,1.06
tap,229,3.20
inverter,22,0.949
timing repair buffer,138,15.2
sequential,111,31.0
per-stage QoR:
stage          hold slack [ns]  instances  cell area [um2]
6_report                 0.402       1139             8960
5_1_grt                  0.432       1139             8960
4_1_cts                  0.401       1139             8960
3_5_place_dp             0.383       1124             8640
3_3_place_gp             0.391       1124             8640
2_1_floorplan            0.348        826             7360
power breakdown:
group | switching [W] | internal, W | leakage (nW)
registers | 0 | 0.000521 | 1.54
logic | 0.0000128 | 0.0000104 | 2.15
clock network | 0.000196 | 0.000256 | 0.150
Yosys cell counts, types with 4 or more instances:
master and n:
mux2i_1 8, o21ai_0 74, o31ai_1 6, inv_1 22
xor2_1 26, a21o_1 9, xnor2_1 42, or3_1 5
dfrtp_1 111, buf_4 27, ha_1 35, nand3b_1 4
nand3_1 23, nor2_1 57, and2_1 6, nand2_1 79
a21oi_1 42, o21a_1 14, and3_1 15, a221o_1 4
nand4b_1 5, a211oi_1 14, nor4_1 17, clkbuf_1 37
nor4b_1 6, a221oi_1 8, and4b_1 4, nor3_1 30
nand4_1 22, nor2b_1 5
cells in the final DEF, fill, tap and decap left out, drive strengths merged, types with 4 or more instances in the layout:
| cell type | synthesis | routed |
|---|---|---|
| or4 | 6 | 6 |
| nand3 | 23 | 23 |
| nor2b | 5 | 5 |
| nand3b | 4 | 4 |
| a211oi | 14 | 14 |
| o31ai | 6 | 6 |
| a21o | 9 | 9 |
| clkdlybuf4s50 | 0 | 132 |
| or3 | 5 | 5 |
| nor3 | 30 | 30 |
| dfrtp | 111 | 111 |
| ha | 35 | 35 |
| o21a | 14 | 14 |
| xnor2 | 42 | 42 |
| o21ai | 74 | 74 |
| nand4 | 22 | 22 |
| a221oi | 8 | 8 |
| mux2i | 8 | 8 |
| nand4b | 5 | 5 |
| buf | 32 | 6 |
| nor2 | 57 | 57 |
| a221o | 4 | 4 |
| and4b | 4 | 4 |
| and2 | 6 | 6 |
| and3 | 15 | 15 |
| a21oi | 42 | 42 |
| inv | 22 | 23 |
| clkbuf | 37 | 9 |
| nand2 | 79 | 79 |
| xor2 | 26 | 26 |
| nor4b | 6 | 6 |
| nor4 | 19 | 19 |
critical path: stages (launching register included):
cell and delay [ns]:
dfrtp_1 0.37, nand2_1 0.18, inv_1 0.09, buf_4 0.25, clkdlybuf4s50_1 0.51
per-layer routing:
layer / GRT usage (%) / vias to the layer above / wire length (um)
li1: - / 3150 / -
met1: 38.1 / 3069 / 10100
met2: 34.4 / 249 / 8930
met3: 4.28 / 26 / 1620
met4: 4.33 / 0 / 412
met5: 0 / - / 0
Power is estimated from default activity; no workload was simulated.
