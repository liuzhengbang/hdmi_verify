[flow/design.v]
`timescale 1ns / 1ps
module image_gererator(
  input [11:0] h_active_value,
  input [11:0] v_active_value,
  input [3:0] sel,
  input [11:0] step_count,
  input [23:0] time_count,
  input [7:0] frame_count,
  output reg[7:0] red,
  output reg[7:0] green,
  output reg[7:0] blue
  );
parameter WHITE_R 		= 8'hff;
parameter WHITE_G 		= 8'hff;
parameter WHITE_B 		= 8'hff;
parameter YELLOW_R 		= 8'hff;
parameter YELLOW_G 		= 8'hff;
parameter YELLOW_B 		= 8'h00;                              	
parameter CYAN_R 		  = 8'h00;
parameter CYAN_G 		  = 8'hff;
parameter CYAN_B 		  = 8'hff;                             	
parameter GREEN_R 		= 8'h00;
parameter GREEN_G 		= 8'hff;
parameter GREEN_B 		= 8'h00;
parameter MAGENTA_R 	= 8'hff;
parameter MAGENTA_G 	= 8'h00;
parameter MAGENTA_B 	= 8'hff;
parameter RED_R 		  = 8'hff;
parameter RED_G 		  = 8'h00;
parameter RED_B 		  = 8'h00;
parameter BLUE_R 		  = 8'h00;
parameter BLUE_G 		  = 8'h00;
parameter BLUE_B 		  = 8'hff;
parameter BLACK_R 		= 8'h00;
parameter BLACK_G 		= 8'h00;
parameter BLACK_B 		= 8'h00;
parameter H_TOTAL = 12'd1920;
parameter V_TOTAL = 12'd1080;
reg [1:0]is_black;
always@(*) begin
  if((h_active_value == 12'd0) && (v_active_value == 12'd0)) begin
    red <= {sel,step_count[11:8]};
    green <= step_count[7:0];
    blue <= frame_count;
  end
  else if((h_active_value == 12'd1) && (v_active_value == 12'd0)) begin
    red <= time_count[23:16];
    green <= time_count[15:8];
    blue <= time_count[7:0];
  end
  else 
  case (sel)
    4'b0000:
      begin
        if(is_black[0] + is_black[1] == 2'b01)         
		  begin
            red <= BLACK_R;
            green <= BLACK_G;
            blue <= BLACK_B;
			 end
		 else
			 begin
            red <= WHITE_R;
            green <= WHITE_G;
            blue <= WHITE_B;
          end
		end
	4'b0001:
		begin
			red <= h_active_value[7:0];
			green <= v_active_value[7:0];
			blue <= {h_active_value[11:8], v_active_value[11:8]};	
		end
	4'b0010:
		begin
			if((h_active_value == 12'h2cf) && (v_active_value == 12'h0f))
			begin
            red <= 8'hFF;
            green <= 8'hFE;
            blue <= 8'hFD;
			end
			else begin
				red <= 8'hAA;
            green <= 8'hBB;
            blue <= 8'hCC;
			end
		end
	4'b0011:
		begin
			if((h_active_value == 12'h2cf) && (v_active_value == 12'h0f))
			begin
            red <= 8'hFF;
            green <= 8'hFF;
            blue <= 8'hFD;
			end
			else begin
				red <= 8'hAA;
            green <= 8'hBB;
            blue <= 8'hCC;
			end
		end
	4'b0100:
		begin
			red <= h_active_value[7:0]+step_count[7:0];
			green <= v_active_value[7:0]+step_count[7:0];
			blue <= {h_active_value[11:8], v_active_value[11:8]}+step_count[7:0];	
		end
    default:
	   if(h_active_value == 12'b0 & v_active_value == 12'b0)
		  begin
            red <= BLUE_R;
            green <= BLUE_G;
            blue <= BLUE_B;
		  end
		else if(h_active_value == H_TOTAL - 12'd1 & v_active_value == 12'b0)
		  begin
            red <= BLUE_R;
            green <= BLUE_G;
            blue <= BLUE_B;
		  end
      else if(h_active_value == 12'b0)
		  begin
            red <= WHITE_R;
            green <= WHITE_G;
            blue <= WHITE_B;
		  end
      else if(h_active_value == H_TOTAL-1)
		  begin
            red <= WHITE_R;
            green <= WHITE_G;
            blue <= WHITE_B;
		  end
      else if(v_active_value == 12'b0)
		  begin
            red <= GREEN_R;
            green <= GREEN_G;
            blue <= GREEN_B;
		  end
		 else if(v_active_value == V_TOTAL - 12'd1)
		  begin
            red <= BLUE_R;
            green <= BLUE_G;
            blue <= BLUE_B;
		  end
      else if(v_active_value == V_TOTAL)
		  begin
            red <= GREEN_R;
            green <= GREEN_G;
            blue <= GREEN_B;
		  end
		else
		  begin
            red <= RED_R;
            green <= RED_G;
            blue <= RED_B;
		  end
	endcase
end
always@(h_active_value)
begin
  if(h_active_value < (H_TOTAL/4) * 1)
    begin
      is_black[1] = 1'b1;
    end
  else if(h_active_value < (H_TOTAL/4) * 2)
    begin
      is_black[1] = 1'b0;
    end
  else if(h_active_value < (H_TOTAL/4) * 3)
    begin
      is_black[1] = 1'b1;
    end
  else
    begin
      is_black[1] = 1'b0;
    end
end
always@(v_active_value)
begin
  if(v_active_value < (V_TOTAL/4) * 1)
    begin
      is_black[0] = 1'b1;
    end
  else if(v_active_value < (V_TOTAL/4) * 2)
    begin
      is_black[0] = 1'b0;
    end
  else if(v_active_value < (V_TOTAL/4) * 3)
    begin
      is_black[0] = 1'b1;
    end
  else
    begin
      is_black[0] = 1'b0;
    end
end
endmodule
`timescale 1ns / 1ps
module image_gererator_peripheral(
  input clk,
  input [11:0] h_active_value,
  input [11:0] v_active_value,
  input [3:0] sel,
  output reg[7:0] red,
  output reg[7:0] green,
  output reg[7:0] blue
  );
parameter H_TOTAL = 12'd1920;
parameter V_TOTAL = 12'd1080;
reg [11:0] h_advanced0;
wire [7:0] generated_r;
wire [7:0] generated_g;
wire [7:0] generated_b;
always@(posedge clk)
begin
  begin
    red <= generated_r;
	 green <= generated_g;
	 blue <= generated_b;
  end
end
always@(posedge clk)
begin
	if(h_active_value == H_TOTAL)
		begin
		   h_advanced0 <= 12'b0;
		end
	if(h_active_value == H_TOTAL - 12'b1)
		begin
		   h_advanced0 <= 12'b0;
		end
	else
		begin
			h_advanced0 <= h_active_value + 12'b1;
		end
end
image_gererator image_gererator (
  .h_active_value(h_advanced0),
  .v_active_value(v_active_value),
  .sel(sel),
  .red(generated_r),
  .green(generated_g),
  .blue(generated_b)
  );
endmodule
[flow/run.sh]
#!/bin/bash
# OpenROAD 26Q1-2900-gdf79404cd8, Yosys 0.63+post, stock flow scripts
make -C /OpenROAD-flow-scripts/flow DESIGN_CONFIG=/design/flow/config.mk WORK_HOME=/design/flow/orfs finish
[flow/config.mk]
export PLATFORM = sky130hd
export DESIGN_NAME = image_gererator_peripheral
export DESIGN_NICKNAME = image_gererator_peripheral
export VERILOG_FILES = /design/flow/design.v
export SDC_FILE = /design/flow/constraint.sdc
export NUM_CORES = 4
export LEC_CHECK = 1
export CORE_UTILIZATION = 30
[flow/constraint.sdc]
current_design image_gererator_peripheral

set clk_period 3.5
set clk_io_pct 0.2

create_clock -name clk0 -period $clk_period [get_ports {clk}]

set non_clock_inputs [all_inputs -no_clocks]
set_input_delay [expr $clk_period * $clk_io_pct] -clock clk0 $non_clock_inputs
set_output_delay [expr $clk_period * $clk_io_pct] -clock clk0 [all_outputs]
==> impl_metrics.prom <==
# HELP chip_impl_metric Yosys and OpenROAD flow results
# TYPE chip_impl_metric gauge
chip_impl_metric{name="global_route.usage.total",unit=""} 0.1378
chip_impl_metric{name="synth.yosys.num_cells",unit=""} 194
chip_impl_metric{name="rows",unit=""} 27
chip_impl_metric{name="syn-cell-area",unit="um2"} 1750
chip_impl_metric{name="die_width",unit="um"} 78.39
chip_impl_metric{name="layout-drive-gt1-share",unit=""} 0.1116
chip_impl_metric{name="layout.filler_cells",unit=""} 550
chip_impl_metric{name="synth-async-reset-ratio",unit=""} 0
chip_impl_metric{name="synth_area_per_cell",unit="um2"} 9.023
chip_impl_metric{name="layout.cell_area.non_filler",unit="um2"} 2436
chip_impl_metric{name="totalNegativeSetupSlack",unit="ns"} 0
chip_impl_metric{name="maxCapViolations",unit=""} 0
chip_impl_metric{name="max_slew_margin",unit=""} 0.6244
chip_impl_info{name="crit_path_end_kind",value="register"} 1
chip_impl_metric{name="grt_pass1_wl",unit="um"} 6624
chip_impl_metric{name="clock_skew",unit="ns"} 0.004661
chip_impl_metric{name="worstMarginPinSlew",unit="ns"} 0.5613
chip_impl_metric{name="post_cts.resized_instances",unit=""} 0
chip_impl_metric{name="detailed_place.area",unit="um2"} 2349
chip_impl_info{name="clockRootBuffer",value="clkbuf_8"} 1
chip_impl_metric{name="timing.final.crit_share",unit=""} 0.8006
chip_impl_metric{name="detailroute.via_count",unit=""} 1632
chip_impl_metric{name="numClockSinks",unit=""} 36
chip_impl_metric{name="antenna_left",unit=""} 0
chip_impl_info{name="top_cells_excl_fill_tap",value="52 x clkdlybuf4s50_1, 36 x dfxtp_1, 21 x nand2_1, 17 x nor2_1, 12 x a21oi_1"} 1
chip_impl_metric{name="yosysWarningCount",unit=""} 46
chip_impl_info{name="worst_hold_path_type",value="register to register"} 1
chip_impl_metric{name="grt_max_degree",unit=""} 14
chip_impl_info{name="layout.cells.most_common",value="clkdlybuf4s50_1"} 1
chip_impl_metric{name="stage_log_warnings",unit=""} 25
chip_impl_metric{name="max_stage_delay",unit="ns"} 0.57
chip_impl_metric{name="ys_flops",unit=""} 36
chip_impl_metric{name="cp_max_fo",unit=""} 10
chip_impl_info{name="cpLargestDelayFamily",value="AND-OR/OR-AND gates"} 1
chip_impl_info{name="timing.critical_path.from_type",value="input pin"} 1
chip_impl_info{name="critical_path.slowest_cell",value="clkdlybuf4s50_1"} 1
chip_impl_metric{name="worst-endpoint-required",unit="ns"} 3.65
chip_impl_info{name="cp_cell_sequence",value="clkdlybuf4s50_1 > a211o_2 > a2111oi_4 > a31oi_2 > mux2i_4 > nor3_4 > a21oi_1"} 1
chip_impl_metric{name="drtIter0Drc",unit=""} 111
chip_impl_metric{name="yosysSeqAreaShare",unit=""} 0.4117
chip_impl_metric{name="gp_congestion",unit=""} 0.8231
chip_impl_metric{name="layout_min_cycle_time",unit="ns"} 2.802
chip_impl_metric{name="vdd_ir_drop_max",unit="mV"} 0.1547
chip_impl_metric{name="hold_viol",unit=""} 0
chip_impl_metric{name="fmax",unit="GHz"} 0.3569
chip_impl_metric{name="clkTransAtPathRegs",unit="ns"} 0.07
chip_impl_metric{name="cts_hold_fix_bufs",unit=""} 0
chip_impl_metric{name="h-tree-depth",unit=""} 2
chip_impl_metric{name="synthesis_area_per_yosys",unit="um2"} 1750
chip_impl_metric{name="drt-wirelength-per-cell",unit="um"} 12.62
chip_impl_metric{name="io_buffers",unit=""} 52
chip_impl_metric{name="grt_overflow_total",unit=""} 0
chip_impl_metric{name="drt_pre_antenna_iters",unit=""} 4
chip_impl_metric{name="synth.lib_cells_used.distinct",unit=""} 50
chip_impl_metric{name="timing.critical_path.arrival",unit="ns"} 2.95
chip_impl_metric{name="reported_leakage_power",unit="nW"} 0.9055
chip_impl_metric{name="dp_hpwl",unit="um"} 3138
chip_impl_metric{name="chip_area",unit="um2"} 6144
chip_impl_info{name="outcome",value="completed"} 1
chip_impl_metric{name="floorplan.io_pins",unit=""} 53
chip_impl_metric{name="clock_latency_on_the_worst_skew_pair",unit="ns"} 0.29
chip_impl_metric{name="avgViaCountPerCell",unit=""} 5.053
chip_impl_info{name="clock_tree_from_tritoncts",value="yes"} 1
chip_impl_metric{name="antenna_found_initial",unit=""} 0
chip_impl_metric{name="report.final.setup_viol",unit=""} 0
chip_impl_metric{name="remaining_drc_errors",unit=""} 0
chip_impl_metric{name="final-max-slew-violation-count",unit=""} 0
chip_impl_metric{name="n_antenna_cell",unit=""} 0
chip_impl_metric{name="area_growth_syn_to_layout",unit="%"} 39.17
chip_impl_metric{name="postSynthCellCount",unit=""} 194
chip_impl_metric{name="enable_flop_cells",unit=""} 0
chip_impl_metric{name="grt_pass1_vias",unit=""} 1442
chip_impl_info{name="cp_class",value="input pin to register"} 1
chip_impl_metric{name="worst-path-buf-inv",unit=""} 1
chip_impl_metric{name="initial_core_util",unit=""} 0.3140
chip_impl_metric{name="wirelength",unit="um"} 4076
chip_impl_metric{name="floorplan.core_area",unit="um2"} 5574
chip_impl_metric{name="cts-root-to-sink-buffers",unit=""} 2
chip_impl_info{name="postSynth.topFlopCell",value="dfxtp_1"} 1
chip_impl_metric{name="cts_inserted_buffers",unit=""} 5
chip_impl_metric{name="fp.dieH",unit="um"} 78.39
chip_impl_info{name="rsz_0062_raised_after_global_routing",value="false"} 1
chip_impl_metric{name="power_per_cell_area",unit="nW/um2"} 372.3
chip_impl_metric{name="cts_setup_buffers",unit=""} 0
-- state kept, by name, summed over array words and instances, names as in the netlist --
signal,count
green,8
h_advanced0,12
red,8
blue,8
-- cells in the mapped netlist (all sizes together) (2+ instances only) --
cell type	number	area, um2
xnor2	4	35.03
buf	4	32.53
nand3	9	45.04
a21o	6	51.30
dfxtp	36	720.7
a31oi	2	18.77
nor4b	3	26.28
o211ai	3	22.52
a211o	3	27.53
and4	2	17.52
clkbuf	2	7.510
nand2	21	78.83
nor4	4	25.02
a22oi	2	15.01
nand2b	4	25.02
nor2	17	63.81
a2111oi	3	45.05
and4b	3	31.28
a21oi	12	60.06
nor2b	2	12.51
nor3	8	56.31
xor2	5	43.79
nand3b	4	42.54
o21ai	10	50.05
and3	3	18.77
nand4	8	50.05
-- layout make-up --
class	count	area (um2)	area share
clock buffer	5	68.82	0.02825
multi-input combinational	151	991.0	0.4068
timing repair buffer	55	543.0	0.2229
sequential	36	720.7	0.2958
tap	72	90.09	0.03698
clock inverter	3	18.77	0.007704
inverter	1	3.754	0.001541
-- worst register-to-register path, cell delays in order, from the launching register on --
cell	delay [ns]
dfxtp_1	0.36
nor4_1	0.36
nand3b_1	0.10
or4_1	0.52
nor2_1	0.33
nor3_2	0.13
a21oi_1	0.16
-- logic make-up (layout without fill, tap and decap cells) --
group | count (synthesis) | after routing | synth area share
and+or+nand+nor | 94 | 94 | 0.3081
DFF | 36 | 36 | 0.4117
muxes | 1 | 1 | 0.01287
adders and majority gates | 1 | 1 | 0.007147
xor gates and xnor gates | 9 | 9 | 0.04503
buffers and inverters | 7 | 64 | 0.02502
AOI/OAI and AO/OA | 46 | 46 | 0.1901
-- metrics by stage --
step / cells / setup slack, ns / total power [mW] / hold WS (ns) / util
3_3_place_gp: 315 / 0.4194 / 0.6312 / 0.4727 / 0.4213
6_report: 323 / 0.6978 / 0.9069 / 0.4791 / 0.4370
2_1_floorplan: 194 / 1.062 / 0.5269 / 0.4493 / -
5_1_grt: 323 / 0.5830 / 0.9608 / 0.4891 / 0.4370
3_5_place_dp: 315 / 0.4241 / 0.6305 / 0.4705 / 0.4213
4_1_cts: 323 / 0.7277 / 0.9187 / 0.4810 / 0.4370
-- routing by layer --
layer  share of wire  global-route usage  up-vias
li1                -                   -      835
met1            0.47              0.2048      736
met2            0.45              0.2114       55
met3           0.062             0.02952        6
met4           0.015             0.02593        0
met5               0                   0        -
-- final timing paths --
path	from	to	slack [ns]	cells after the start
setup / recovery	v_active_value[4]	blue[2]$_DFF_P_	0.70	7
hold / removal	h_advanced0[2]$_SDFF_PN0_	red[2]$_DFF_P_	0.48	2
setup reg to reg	h_advanced0[5]$_SDFF_PN0_	blue[0]$_DFF_P_	1.49	6
hold reg to reg	h_advanced0[2]$_SDFF_PN0_	red[2]$_DFF_P_	0.48	2
-- power by group --
group	switching (mW)	internal, mW	total, mW
logic	0.0630	0.0983	0.161
registers	0.0174	0.442	0.460
clock network	0.148	0.138	0.286
total	0.228	0.679	0.907
Power and IR drop assume default switching activity.
