==> design.v <==
`timescale 1ns / 1ps
module uart(
   input clk,
   input rst,
   input rx,
   output reg [7:0]rx_byte,
   input tx_enable,         
   output is_receiving,     
   output tx,
   input [7:0]tx_byte,
   output rx_available,          
   output is_transmitting  
   );
parameter CLOCK_DIVIDE = 12'd3867;  
parameter RX_IDLE = 3'd0;
parameter RX_CHECK_START = 3'd1;
parameter RX_READ_BITS = 3'd2;
parameter RX_CHECK_STOP = 3'd3;
parameter RX_DELAY_RESTART = 3'd4;
parameter RX_ERROR = 3'd5;
parameter RX_RECEIVED = 3'd6;
parameter TX_IDLE = 2'd0;
parameter TX_SENDING = 2'd1;
parameter TX_END_SENDING = 2'd2;
reg [12:0]rx_clk_divider = CLOCK_DIVIDE;
reg [12:0]tx_clk_divider = CLOCK_DIVIDE;
reg [2:0]recv_state = RX_IDLE;
reg [5:0]rx_countdown;
reg [3:0]rx_bits_remaining;
reg tx_out = 1'b1;
reg [1:0]tx_state = TX_IDLE;
reg [5:0]tx_countdown;
reg [3:0]tx_bits_remaining;
reg [7:0]tx_data;
assign rx_available = recv_state == RX_RECEIVED;
assign is_receiving = recv_state != RX_IDLE;
assign tx = tx_out;
assign is_transmitting = tx_state != TX_IDLE;
always @(posedge clk or posedge rst) begin
	if (rst) begin
		recv_state <= RX_IDLE;
	end
	else begin
		rx_clk_divider <= rx_clk_divider - 11'd1;
		if (!rx_clk_divider) begin
			rx_clk_divider <= CLOCK_DIVIDE;
			rx_countdown <= rx_countdown - 6'd1;
		end
		case (recv_state)
			RX_IDLE: begin
				if (!rx) begin
					rx_clk_divider <= CLOCK_DIVIDE;
					rx_countdown <= 6'd2;
					recv_state <= RX_CHECK_START;
				end
			end
			RX_CHECK_START: begin
				if (!rx_countdown) begin
					if (!rx) begin
						rx_countdown <= 6'd4;
						rx_bits_remaining <= 4'd7;
						recv_state <= RX_READ_BITS;
					end
					else begin
						recv_state <= RX_IDLE;
					end
				end
			end
			RX_READ_BITS: begin
				if (!rx_countdown) begin
					rx_byte <= {rx, rx_byte[7:1]};
					rx_countdown <= 6'd4;
					rx_bits_remaining <= rx_bits_remaining - 4'd1;
					recv_state <= rx_bits_remaining ? RX_READ_BITS : RX_CHECK_STOP;
				end
			end
			RX_CHECK_STOP: begin
				if (!rx_countdown) begin
					recv_state <= rx ? RX_RECEIVED : RX_CHECK_STOP;
				end
			end
			RX_RECEIVED: begin
				recv_state <= RX_IDLE;
			end
		endcase
	end
end
always @(posedge clk or posedge rst) begin
	if (rst) begin
		tx_state <= TX_IDLE;
	end
	else begin
		tx_clk_divider <= tx_clk_divider - 11'd1;
		if (!tx_clk_divider) begin
			tx_clk_divider <= CLOCK_DIVIDE;
			tx_countdown <= tx_countdown - 6'd1;
		end
		case (tx_state)
			TX_IDLE: begin
				if (tx_enable) begin
					tx_data <= tx_byte;
					tx_clk_divider <= CLOCK_DIVIDE;
					tx_countdown <= 6'd4;
					tx_out <= 1'b0;
					tx_bits_remaining <= 4'd8;
					tx_state <= TX_SENDING;
				end
			end
			TX_SENDING: begin
				if (!tx_countdown) begin
					if (tx_bits_remaining) begin
						tx_bits_remaining <= tx_bits_remaining - 4'd1;
						tx_out <= tx_data[0];
						tx_data <= {1'b0, tx_data[7:1]};
						tx_countdown <= 6'd4;
						tx_state <= TX_SENDING;
					end 
					else begin
						tx_out <= 1'b1;
						tx_countdown <= 6'd8;
						tx_state <= TX_END_SENDING;
					end
				end
			end
			TX_END_SENDING: begin
				if (!tx_countdown)
					tx_state <= TX_IDLE;
			end
		endcase
	end
end
endmodule
==> run.sh <==
#!/bin/bash
# OpenROAD 26Q1-2900-gdf79404cd8, Yosys 0.63+post, stock flow scripts
make -C /OpenROAD-flow-scripts/flow DESIGN_CONFIG=/design/flow/config.mk WORK_HOME=/design/flow/orfs finish
==> config.mk <==
export PLATFORM = sky130hd
export DESIGN_NAME = uart
export DESIGN_NICKNAME = uart
export VERILOG_FILES = /design/flow/design.v
export SDC_FILE = /design/flow/constraint.sdc
export NUM_CORES = 4
export LEC_CHECK = 1
export CORE_UTILIZATION = 50
==> constraint.sdc <==
current_design uart

set clk_period 4.9
set clk_io_pct 0.2

create_clock -name clk0 -period $clk_period [get_ports {clk}]

set non_clock_inputs [all_inputs -no_clocks]
set_input_delay [expr $clk_period * $clk_io_pct] -clock clk0 $non_clock_inputs
set_output_delay [expr $clk_period * $clk_io_pct] -clock clk0 [all_outputs]
==> out/qor.yml <==
sta:
  worst_slack_ps: 2200
  fmax_mhz: 370
  rsz0062_at_grt: "false"
  finalMaxSlewViolations: 0
  clock_skew_ps: 5.50
  finalCritPeriodShare_pct: 55.1
  relSlewSlack_pct: 42.7
  tightest_slew_ps: 847
  finalSetupTns_ps: 0
  hold_viol_final: 0
  period_needed_ps: 2700
  setup_viol: 0
floorplan:
  core_area_mm2: 0.00679
  die_w_um: 85.9
  io_pins: 24
  fp-row-count: 30
  die-height_um: 85.9
  fp_util_pct: 51.8
  design.die.area_mm2: 0.00738
place:
  place.port_buffers: 23
  dp_slack_ps: 1860
  dp_hpwl_mm: 3.95
  place_congestion: 0.788
flow_run:
  cap_violations: 0
  tool_warnings: 28
clocking:
  path_clk_slew_ps: 70
  cts_tree: "done"
  numCtsBuffers: 9
  cts_max_level: 3
  ctsLongestPathBuffers: 2
  cts_hold_buf: 0
  clock-sinks: 68
  cts_root_buffer: "clkbuf_8"
  postCtsResizedCells: 0
  clkLatencyLatePin_ps: 330
  cts_setup_buffers: 0
drt:
  wl_met1_mm: 2.99
  wl_per_cell_um: 12.9
  highest_layer: "met4"
  routed_wl_mm: 5.78
  ant_nets: 0
  dr.pass1.iters: 4
  route.detailed.drc: 0
  vias: 2294
  vias_per_cell: 5.11
  dr_wl_met3_um: 114
  wl_met2_mm: 2.54
  drt_iter0_drc: 81
  num_antenna_cells: 0
yosys:
  yosys.area.top_type_share_pct: 53.8
  ff_type: "edfxtp_1"
  synth-seq-area-share_pct: 57.3
  ys_async_sr_fraction_pct: 7.35
  synth-edff-count: 63
  syn_area_per_cell_um2: 11.1
  ys_cells: 317
  ys_warn_count: 1
  synthTopCellsByArea: "edfxtp_1 (54%), nand2_1 (6.1%), dfrtp_1 (3.6%)"
  ys.flops: 68
  synth_cells: 317
  ys_area_mm2: 0.00352
  yosysTopAreaCell: "edfxtp_1"
  synthDistinctLibCells: 49
  syn_area_mm2: 0.00352
critical_path:
  crit_slowest_cell: "nor3b_1"
  critPathCaptureType: "register"
  crit_arrival_ps: 2740
  required_ps: 4940
  path_buffers: 2
  crit_path_start_kind: "input port"
  critPathTopFamily: "simple AND/OR/NAND/NOR gates"
  critPathKind: "input port to register"
  crit_path_max_incr_delay_ps: 660
  crit_fanout: 12
  path_cells: "clkdlybuf4s50_1, nor3b_1, a21oi_1, nor3_1, buf_4"
global_routing:
  grt_first_pass_wirelength_mm: 9.89
  first_global_vias: 2137
  grt_max_degree: 28
  antenna_found_initial: 0
  grt_overflow: 0
  grtUsageTotal_pct: 17.8
run_status:
  status: "completed"
finish:
  lay_top_count: "edfxtp_1"
  nFillCells: 555
  final_cell_mix: "edfxtp_1 (63), nand2_1 (57), nor2_1 (31), clkdlybuf4s50_1 (23), inv_1 (17)"
  final_layout_size_suffix_gt1_share_pct: 8.50
  area_growth_pct: 14.5
pwr:
  ir_drop_v: 0.000132
  power_density_mw_per_mm2: 311
  p_leak_nw: 1.49
  power_mw: 1.25
min_path:
  min-delay-path-class: "register to register"
[per-stage QoR]
stage / util (%) / std cells / hold slack, ps / instance area (um^2)
floorplan: - / 317 / 400 / 3520
global placement: 56.9 / 433 / 433 / 3860
detailed placement: 56.9 / 433 / 435 / 3860
CTS: 59.3 / 449 / 456 / 4030
global route: 59.3 / 449 / 467 / 4030
finish: 59.3 / 449 / 454 / 4030
[power by group]
part / switching, mW / internal, mW / leakage [nW]
registers: 0.0375 / 0.683 / 0.656
clock network: 0.209 / 0.180 / 0.0828
logic: 0.0807 / 0.0640 / 0.748
[metal layers]
layer	global-route usage, %	vias to the layer above
li1	-	1201
met5	0	-
met4	2.88	0
met2	25.8	25
met3	2.05	11
met1	32.8	1057
[final cells by class]
cell class / count / area [um^2] / share of cell area [%]
tap: 96 / 120 / 2.98
inverter: 17 / 63.8 / 1.58
clock inverter: 7 / 42.5 / 1.06
clock buffer: 9 / 124 / 3.07
timing repair buffer: 25 / 245 / 6.08
sequential: 68 / 2020 / 50.0
multi-input combinational: 227 / 1420 / 35.2
[synth_stat cells (2+ instances only)]
cell type	number
a211oi_1	2
a21o_1	3
a21oi_1	9
a31oi_1	2
and2_1	4
clkbuf_1	4
dfrtp_1	5
edfxtp_1	63
ha_1	9
inv_1	17
mux2i_1	2
nand2_1	57
nand2b_1	4
nand3_1	7
nand3b_1	2
nand4_1	2
nand4b_1	2
nor2_1	31
nor2b_1	5
nor3_1	12
nor3b_1	2
nor4_1	4
nor4_2	2
nor4_4	2
o21ai_0	4
o31ai_1	3
or2_2	2
or3_1	5
or3b_2	2
or4_1	7
xnor2_1	13
xor2_1	12
[path summary, 6_finish.rpt]
path                                 start             to  slack [ps]  cells past startpoint
hold reg to reg                 rx_byte[7]     rx_byte[6]         450                      0
setup / recovery                 tx_enable     tx_data[7]        2200                      5
min in group asynchronous              rst  recv_state[2]        1210                      2
setup reg to reg           tx_countdown[0]     tx_data[7]        2510                      6
max in group asynchronous              rst    tx_state[1]        2870                      3
hold / removal                  rx_byte[7]     rx_byte[6]         450                      0
[sequential cells by signal (all words and copies together), names as in the netlist]
signal,count
rx_clk_divider,13
tx_clk_divider,13
rx_byte,8
tx_data,8
rx_countdown,6
tx_countdown,6
rx_bits_remaining,4
tx_bits_remaining,4
recv_state,3
tx_state,2
tx_out,1
[cells by family (layout without fill, tap and decap cells)]
family	Yosys count	count (layout)	synth area share [%]
xor gates and xnor gates	25	25	6.22
AOI/OAI and AO/OA	31	31	5.87
and+or+nand+nor	159	159	24.1
muxes	3	3	0.889
buffers and inverters	22	58	2.38
DFF	68	68	57.3
adders and majority gates	9	9	3.20
Power figures rest on the tool's default switching activity, not on a simulated workload.
